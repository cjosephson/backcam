### design/flow/design.v
module packet_encoder( clock, reset, trigger, input_data, output_data, fifo_re, fifo_empty );
input clock, reset;
input trigger;
input fifo_empty;
input[7:0] input_data;
output reg output_data;
output reg fifo_re;
reg[15:0] byte_counter;
reg[23:0] seq_number;
reg[7:0] payload_size;
reg[7:0] current;
reg[4:0] bit_state;   
reg packet_ended;
always @(posedge clock or negedge reset)
begin
    if (!reset)
    begin
        payload_size <= 0;
        seq_number <= 16'd0;
        bit_state <= 0;
        byte_counter <= 0;
        output_data <= 0;
        fifo_re <= 0;
        current <= 8'b10010010;
        packet_ended <= 0;
    end
    else if (trigger)
    begin
        output_data <= current[7];   
        if (bit_state == 21)         
        begin
            if (byte_counter >= 64-8)        
            begin
                packet_ended <= 1;
                fifo_re <= 0;              
            end                            
            else if (fifo_empty == 1)      
            begin
                packet_ended <= 1;    
                fifo_re <= 0;         
            end
            else if (packet_ended == 1)    
            begin
                packet_ended <= 1;
                fifo_re <= 0;
            end
            else                           
            begin
                fifo_re <= 1;
            end
            bit_state <= bit_state + 1;
            current <= {current[6:0], current[7]};   
        end
        else if (bit_state == 23)    
        begin
            fifo_re <= 0;
            byte_counter <= byte_counter + 1;    
            bit_state <= 0;
            if (packet_ended)        
            begin
                if (byte_counter == 64-7)      
                    current <= seq_number[23:16];
                else if (byte_counter == 64-6) 
                    current <= seq_number[15:8];
                else if (byte_counter == 64-5) 
                    current <= seq_number[7:0];
                else if (byte_counter == 64-4) 
                    current <= payload_size;
                else                          
                    current <= 8'b10010010;   
            end
            else
            begin
                payload_size <= payload_size + 1;
                seq_number <= seq_number + 16'd1;    
                current <= input_data;   
            end
        end
        else
        begin
            fifo_re <= 0;
            bit_state <= bit_state + 1;
            current <= {current[6:0], current[7]};   
        end
    end
    else
    begin
        payload_size <= 0;
        bit_state <= 0;
        byte_counter <= 0;
        output_data <= 0;
        fifo_re <= 0;
        current <= 8'b10010010;
        packet_ended <= 0;
    end
end
endmodule
### design/flow/run.sh
#!/bin/bash
# OpenROAD 26Q1-2900-gdf79404cd8, Yosys 0.63+post, stock flow scripts
make -C /OpenROAD-flow-scripts/flow DESIGN_CONFIG=/design/flow/config.mk WORK_HOME=/design/flow/orfs finish
### design/flow/config.mk
export PLATFORM = sky130hd
export DESIGN_NAME = packet_encoder
export DESIGN_NICKNAME = packet_encoder
export VERILOG_FILES = /design/flow/design.v
export SDC_FILE = /design/flow/constraint.sdc
export NUM_CORES = 4
export LEC_CHECK = 1
export CORE_UTILIZATION = 30
### design/flow/constraint.sdc
current_design packet_encoder

set clk_period 7.0
set clk_io_pct 0.2

create_clock -name clk0 -period $clk_period [get_ports {clock}]

set non_clock_inputs [all_inputs -no_clocks]
set_input_delay [expr $clk_period * $clk_io_pct] -clock clk0 $non_clock_inputs
set_output_delay [expr $clk_period * $clk_io_pct] -clock clk0 [all_outputs]
==> design notes <==
The run gives 111 um for the horizontal die dimension. The floorplan step defined a core boundary enclosing 11600 sq um. Counting the buffers created by CTS gives 9. For reference, the most critical setup path is categorized as primary input to flop. Per the post-synthesis stats, the area per cell is 9.32 sq um. In the final run the clock tree shows a worst skew of 0.00430 ns. The worst setup path is launched from a primary input. Number of max-cap violations: 0. Setup repair after global routing left no endpoint under its margin.

The tools report the remaining routing DRC violations as 0. Per the timing report, the biggest fanout along the worst path comes to 23. In the layout the commonest cells are 61 x sky130_fd_sc_hd__dfrtp_1, 34 x sky130_fd_sc_hd__nor2_1, 31 x sky130_fd_sc_hd__nand2_1, 26 x sky130_fd_sc_hd__xnor2_1, 22 x sky130_fd_sc_hd__a21oi_1.

The flow reports an fmax of 0.277 GHz. The post-route fraction of the period consumed by the critical path was 51.5%. According to the hold report, the worst path is of the flop to flop type. With the number of detailed-route iterations in the first pass at 26, the H-tree depth is 3.

The logs give 13900 um for the first-pass GRT wire length and 64 for the number of sinks driven by the clock tree. The mapped netlist covers 3600 sq um. The final max-slew violation count recorded for this run is 0. The relative contribution of sequential cells to total power was 46.5%; the number of setup buffers added after CTS was 0. The sequential cell area fraction in the yosys report was 44.6%; the post-synthesis sequential element count was 64. Of all flip-flops after synthesis, the portion carrying an async set or reset was 100%. For the number of antenna violations at the first check in global routing, the log shows 0.

The average wire length per cell after detail routing is 15.1 um, and the leakage power is 1.67 nW. Cells with a size suffix above 1 make up 5.82% of the layout. The clock slew at the register clock pins of the worst setup and hold paths came out at 0.05 ns.

For this run, the chip area from Yosys synthesis comes to 3600 sq um. Summed over all nets, the switching power comes to 181 uW. The most common logic cell in the final layout is sky130_fd_sc_hd__dfrtp_1. The last timing report of the flow puts the setup violation total at 0. Once detail routing completed, the nets flagged for antenna violations numbered 0. Power comes to 816 uW.

For this block, the initial DRC count from the detailed router was 187. Per the detail_route report, vias per standard cell equal 5.28. Root buffer selected by CTS: sky130_fd_sc_hd__clkbuf_16. The internal portion of the total power is 636 uW. The worst setup path is captured at a flop.

The synthesis warning total is 1, and the switching part of the total power is 22.1%. Once the clock tree was built, the resizer swapped 0 gates to a different size. The cell count after synthesis came out at 386.

TritonCTS built the clock tree. In this run the vertical extent of the chip is 111 um. The total wirelength of the detailed-routed design is 8100 um. The final timing report lists a hold violation count of 0. At the floorplan stage, the core utilization is reported as 31.1%. The routed design could run at a clock period as short as 3.61 ns. The insertion delay to the later sink of the worst-skew pair came out at 0.32 ns. The arrival time of data at the worst endpoint is listed as 3.82 ns. Looking at the max-slew report, the worst-margin pin has a slew of 0.827 ns. Per the layout report, the design carries 1118 filler cells.

The post-route utilization of the core is recorded as 35.5%. The worst pin sits at a relative slew slack of 44.9%. The placement stage leaves a total instance area of 3820 sq um.

Buffers placed on the I/O ports in this run total 13. Before CTS, the worst setup slack after placement is 3.07 ns. In the post-route analysis, the smallest setup slack over all paths is 3.39 ns. Dividing total power by cell area gives a power density of 199 nW/um^2. Global routing consumed, over all layers together, 14.0% of the routing resources.

The post-synth count of flops with an enable pin is 0. With the maximum number of pins on one net before global-route repair at 36, the share of total power in combinational logic is 4.1%. The overall overflow remaining after global route was 0; the placer's final routability congestion estimate was 0.849. The final layout reports a setup TNS of 0 ns. With the number of warning messages in the logs at 29, the number of buffers inserted by hold repair at cts is 0.

The via count of the first global-routing pass came out at 2671. The flow ran to the end, and the final reports show no timing, DRC or antenna violations. The floorplan step defined a die boundary enclosing 12400 sq um. Per the detail_route report, inserted antenna diodes total 0.

The tools report the number of cell instances after yosys synthesis as 386. The count of cell types in the netlist is 44. No sink is reached through more buffers than the 2 on the longest clock path. With the via total after detailed routing at 2839, the I/O pin total is 14. The finished cells cover 4100 sq um.

The share of total power in the clock network is 49.4%. With the row count at 39, the largest vdd supply drop is 0.0000992 V. The most used flip-flop cell after synthesis is sky130_fd_sc_hd__dfrtp_1. For the worst setup path, the data required time is 7.21 ns. Note, the detailed placer reported a final HPWL of 5650 um. The layout-stage area growth over the synthesis result was 14.0%.
## Yosys cell counts, types with 4 or more instances
cell	n	area share [%]
sky130_fd_sc_hd__inv_1	13	1.4
sky130_fd_sc_hd__xor2_1	11	2.7
sky130_fd_sc_hd__o221ai_1	5	1.2
sky130_fd_sc_hd__nor2_1	34	3.5
sky130_fd_sc_hd__o21ai_0	12	1.7
sky130_fd_sc_hd__xnor2_1	26	6.3
sky130_fd_sc_hd__nor3_1	7	0.97
sky130_fd_sc_hd__dfrtp_1	61	42
sky130_fd_sc_hd__nand3_1	18	2.5
sky130_fd_sc_hd__nand4b_1	5	1.2
sky130_fd_sc_hd__nor4_1	10	1.7
sky130_fd_sc_hd__a21oi_1	22	3.1
sky130_fd_sc_hd__and4_1	7	1.7
sky130_fd_sc_hd__clkbuf_1	16	1.7
sky130_fd_sc_hd__a31oi_1	4	0.70
sky130_fd_sc_hd__or3_1	6	1.0
sky130_fd_sc_hd__or4_1	7	1.5
sky130_fd_sc_hd__and3_1	11	1.9
sky130_fd_sc_hd__a41oi_1	4	0.97
sky130_fd_sc_hd__ha_1	8	2.8
sky130_fd_sc_hd__nor2b_1	5	0.87
sky130_fd_sc_hd__o21a_1	4	0.84
sky130_fd_sc_hd__nand2b_1	5	0.87
sky130_fd_sc_hd__mux2i_1	6	1.7
sky130_fd_sc_hd__nand2_1	31	3.2
sky130_fd_sc_hd__o211ai_1	5	1.0
sky130_fd_sc_hd__nand4_1	8	1.4
## sequential cells by signal, summed over array words and instances, names as in the netlist
name / flops
payload_size: 8
seq_number: 24
byte_counter: 16
current: 8
bit_state: 5
packet_ended: 1
fifo_re: 1
output_data: 1
## power groups by stage
stage,Sequential (mW),Clock [mW],Combinational (mW)
after CTS,0.379,0.416,0.0344
after global routing,0.380,0.431,0.0377
final,0.380,0.403,0.0334
## final timing paths
path / start / depth (start not counted) / to / slack [ns]
hold / removal: seq_number[23]$_DFFE_PN0P_ / 1 / seq_number[23]$_DFFE_PN0P_ / 0.47
setup / recovery: trigger / 5 / seq_number[9]$_DFFE_PN0P_ / 3.39
hold reg to reg: seq_number[23]$_DFFE_PN0P_ / 1 / seq_number[23]$_DFFE_PN0P_ / 0.47
setup reg to reg: bit_state[0]$_DFF_PN0_ / 5 / seq_number[9]$_DFFE_PN0P_ / 4.49
min in group asynchronous: reset / 1 / byte_counter[15]$_DFFE_PN0P_ / 1.10
max in group asynchronous: reset / 2 / current[4]$_DFF_PN1_ / 4.96
## cell families (layout without fill, tap and decap cells)
logic type / after synthesis / after routing / synth area share [%]
AND/OR/NAND/NOR: 171 / 171 / 26.6
flip-flops: 64 / 64 / 44.6
adder cells (fa/ha/maj): 8 / 8 / 2.78
XOR/XNOR: 37 / 37 / 9.01
multiplexers: 6 / 6 / 1.67
AND-OR/OR-AND: 66 / 66 / 11.7
buffers and inverters: 34 / 43 / 3.65
## per-layer routing
layer  up-vias  wire [um]  GRT usage, %
li1       1406          -             -
met1      1353       4010          22.6
met2        72       3570          20.5
met3         8        418          2.55
met4         0        106          1.71
met5         -          0             0
## layout make-up
cell class	instances	area [sq um]	share of cell area [%]
multi-input cells	288	1860	45.3
flip-flops and latches	64	1610	39.2
clock buffers	11	243	5.92
well taps	143	179	4.36
repair buffers	14	133	3.23
inverters	13	48.8	1.19
clock inverters	5	32.5	0.793
## worst max-delay path, stage by stage
cell and delay (ns):
sky130_fd_sc_hd__clkdlybuf4s50_1 0.98, sky130_fd_sc_hd__nor3b_1 0.44, sky130_fd_sc_hd__nand2_1 0.28, sky130_fd_sc_hd__or4b_1 0.57, sky130_fd_sc_hd__xnor2_1 0.14
## stage by stage
step                      cells  hold WS (ns)
final                       538         0.473
after detailed placement    522         0.473
after CTS                   538         0.481
after global placement      522         0.469
after floorplan             386         0.446
after global routing        538         0.493
No activity file was given, so power comes from the tool's default toggle rates.
