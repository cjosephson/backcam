File: flow/config.mk
export PLATFORM = sky130hd
export DESIGN_NAME = camera_adapter
export DESIGN_NICKNAME = camera_adapter
export VERILOG_FILES = /design/flow/design.v
export SDC_FILE = /design/flow/constraint.sdc
export NUM_CORES = 4
export LEC_CHECK = 1
export CORE_UTILIZATION = 30
File: flow/constraint.sdc
current_design camera_adapter

set clk_period 5.7
set clk_io_pct 0.2

create_clock -name clk0 -period $clk_period [get_ports {pclk}]

set non_clock_inputs [all_inputs -no_clocks]
set_input_delay [expr $clk_period * $clk_io_pct] -clock clk0 $non_clock_inputs
set_output_delay [expr $clk_period * $clk_io_pct] -clock clk0 [all_outputs]
File: flow/design.v
module camera_adapter( pclk, cam_data, cam_vsync, cam_hsync, reset, output_data, write_en, compress_command );
input reset;
input pclk;
input[3:0] cam_data;
input cam_vsync, cam_hsync;
input[2:0] compress_command;
output reg write_en;
output reg[7:0] output_data;
reg frame_flag;
reg[3:0] buffer_state;
reg[1:0] repeat_counter;
reg[2:0] compress_mode;
reg[7:0] last_pixel;
reg[3:0] hi_nibble;
reg[7:0] pixel_idx;
reg lohalf;
always @(posedge pclk or negedge reset)
begin
    if (!reset)
    begin
        buffer_state <= 0;
        write_en <= 0;
        frame_flag <= 0;
        output_data <= 8'd0;
        repeat_counter <= 2'd0;
        compress_mode <= 3'd0;
        last_pixel <= 0;
        pixel_idx <= 0;
        lohalf <= 0;
        hi_nibble <= 0;
    end
    else
    begin
        if (cam_vsync == 1)
        begin
            frame_flag <= 1;     
            if (frame_flag == 0)                
            begin
                buffer_state <= 0;
                compress_mode <= compress_command;   
                repeat_counter <= 2'd3;   
                write_en <= 0;
                last_pixel <= 0;
                pixel_idx <= 0;
                lohalf <= 0;
            end
            else if (repeat_counter != 2'd0)
            begin
                repeat_counter <= repeat_counter - 2'd1;     
                output_data <= 8'b10101010;
                write_en <= 1;
            end
            else if (cam_hsync == 1)
            begin
                if (compress_mode == 3'b111)
                    begin
                        if (lohalf == 1)
                        begin
                            pixel_idx <= pixel_idx + 1;
                            lohalf <= 0;
                            if (pixel_idx == 0)
                            begin
                                write_en <= 1;
                                output_data[7:0] <= {hi_nibble[3:0], cam_data[3:0]};
                                last_pixel <= {hi_nibble[3:0], cam_data[3:0]};
                            end
                            else
                            begin
                                if (pixel_idx == 32)
                                    pixel_idx <= 0;
                                if (buffer_state == 7)
                                begin
                                    buffer_state <= 0;
                                    write_en <= 1;
                                end
                                else
                                begin
                                    buffer_state <= buffer_state + 1;
                                    write_en <= 0;
                                end
                                if ({hi_nibble[3:0], cam_data[3:0]} > last_pixel)
                                begin
                                    output_data[7:1] <= output_data[6:0];
                                    output_data[0] <= 1;
                                    if (last_pixel < 240)    
                                        last_pixel <= last_pixel + 16;
                                    else
                                        last_pixel <= 255;
                                end
                                else
                                begin
                                    output_data[7:1] <= output_data[6:0];
                                    output_data[0] <= 0;
                                    if (last_pixel > 15)
                                        last_pixel <= last_pixel - 16;
                                    else
                                        last_pixel <= 0;
                                end
                            end
                        end
                        else
                        begin
                            write_en <= 0;
                            hi_nibble[3:0] <= cam_data[3:0];   
                            lohalf <= 1;
                        end
                    end
                else if (compress_mode == 3'b100)    
                    begin
                        buffer_state <= buffer_state + 1;
                        write_en <= 0;
                        if (buffer_state == 0)
                            output_data[7:4] <= cam_data[3:0];
                        else if (buffer_state == 2)
                            output_data[3:0] <= cam_data[3:0];
                        else if (buffer_state == 3)
                        begin
                            write_en <= 1;
                            buffer_state <= 0;
                        end 
                    end
                else if (compress_mode == 3'b000)
                    begin
                        if (buffer_state == 0)   
                        begin
                            write_en <= 0;
                            output_data[7:4] <= cam_data[3:0];
                            buffer_state <= 1;
                        end
                        else                     
                        begin
                            write_en <= 1;
                            output_data[3:0] <= cam_data[3:0];
                            buffer_state <= 0;
                        end
                    end
            end
            else
            begin
                write_en <= 0;   
            end
        end
        else
        begin
            frame_flag <= 0;     
            write_en <= 0;
        end
    end
end
endmodule
File: flow/run.sh
#!/bin/bash
# OpenROAD 26Q1-2900-gdf79404cd8, Yosys 0.63+post, stock flow scripts
make -C /OpenROAD-flow-scripts/flow DESIGN_CONFIG=/design/flow/config.mk WORK_HOME=/design/flow/orfs finish
==> results.toml <==
# physical design summary
[placed_design]
gp_congestion = 0.843
dp_hpwl_microns = 4140
portBuffers = 19

[synthesis]
edf_count = 0
synth_top_area_share_pct = 38.4
syn_area_sq_um = 2600
synth_cell_types = 49
post_synth_inst_count = 296
ys.flops = 40
ys_chip_area_sq_um = 2600
area_leaders = "dfrtp_1, ha_1, o21ai_0"
yosys_warnings = 1
ys_cells = 296
async_reset_ff_share_pct = 100
avgSynthCellArea_sq_um = 8.80
largest_area_cell = "dfrtp_1"
synth_top_flop_cell = "dfrtp_1"
ys_seq_share_pct = 38.4

[final_timing]
worst_pin_slew_ps = 768
rsz0062_at_grt = "no"
max_slew_margin_pct = 48.3
maxSlewViolCount = 0
clock_skew_ps = 6.32
hold_slack_ps = 486
fmax_ghz = 0.287
finalCriticalPeriod_ps = 3480
setup_tns_ps = 0
fin_crit_sh_pct = 61.0
setup_viol = 0
final_hold_viol_count = 0

[job]
drv_cap = 0
openroad.warnings = 30

[floorplanning]
ios = 20
initial_core_util_pct = 31.4
core_area_sq_um = 8300
die_h_microns = 95.2
chip_area_sq_um = 9060
row_count = 33
chipWidth_microns = 95.2

[drt]
antennaDiodeCount = 0
vias = 2198
detail-route-antenna-nets = 0
firstDrtPassIters = 5
drt-initial-drc-count = 116
wirelength_microns = 5790
wl_per_cell_microns = 13.8
vias_per_cell = 5.26
drc = 0

[clock_network]
insertion_delay_ps = 290
numCtsBuffers = 5
cts.sinks = 40
cts-root-buf = "clkbuf_8"
cts_tree = "done"
cts_hold_buf = 0
path_clk_slew_ps = 80
post_cts_resized = 0
clock_path_buffers = 2
cts_setup_buffers = 0
cts_htree_levels = 2

[setup_path]
crit_type = "in2reg"
required_ps = 5860
startpoint_type = "input port"
crit_fanout = 11
worstPathCellList = "clkdlybuf4s50_1 -> ha_1 -> nor2b_1 -> o211ai_1 -> a21oi_1 -> o22ai_1 -> nor2_1 -> o21ai_0 -> o2bb2ai_1"
cpLargestDelayFamily = "AND-OR/OR-AND gates"
reg2regPathDepth = 8
arrival_ps = 3640
cp_slowest_stage_delay_ps = 590
slowest_stage = "o22ai_1"
r2r_slack_ps = 3120
cp.depth = 9
end_kind = "flip-flop"
worst-path-buf-inv = 1

[final_layout]
mostFrequentLayoutCells = "dfrtp_1, nor2_1, nand2_1, o21ai_0, inv_1"
area_growth_pct = 14.4
lay_top_count = "dfrtp_1"
layout-drive-gt1-share_pct = 9.27

[global_routing]
grt_pass1_vias = 1998
antenna_found_initial = 0
grt_pass1_wl_microns = 9800
grt_remaining_overflow = 0
grt_max_degree = 41
grt_use_total_pct = 13.8

[min_path]
hold_class = "reg2reg"
whs_path_depth = 1

[outcome]
status = "complete, no violations"

[power]
ir_drop_uv = 136
powerDensity_nw_per_um2 = 254
leakage_nw = 1.24
synth_stat cells (2+ instances only):
cell and n:
and2_1 2, a31oi_1 6, ha_1 17, or3_1 2
a21oi_1 16, nand2_1 28, o21ai_0 28, o211ai_1 2
nand4_1 10, o31ai_1 5, mux2i_1 6, and3_1 9
buf_2 3, nor2b_1 4, inv_1 20, nor3_1 3
nand2b_1 3, dfrtp_1 40, o21a_1 4, o22ai_1 2
a32oi_1 2, nor2_1 29, o21ai_2 2, mux2_2 10
buf_1 2, nand3_1 11, clkbuf_1 4, o2bb2ai_1 4
a31o_2 2
metrics by stage:
stage	power, mW	area [sq um]	cells	setup WS, ps	utilization [%]
floorplan	0.471	2610	296	3020	-
global placement	0.530	2870	410	2050	34.6
detailed placement	0.531	2870	410	1940	34.6
CTS	0.765	2980	418	2250	35.9
global route	0.802	2980	418	2000	35.9
finish	0.756	2980	418	2220	35.9
worst paths after layout:
kind	startpoint	to
setup / recovery	cam_data[1]	last_pixel[0]$_DFFE_PN0P_
hold / removal	pixel_idx[7]$_DFFE_PN0P_	pixel_idx[7]$_DFFE_PN0P_
setup reg to reg	last_pixel[7]$_DFFE_PN0P_	last_pixel[0]$_DFFE_PN0P_
hold reg to reg	pixel_idx[7]$_DFFE_PN0P_	pixel_idx[7]$_DFFE_PN0P_
max in group asynchronous	reset	write_en$_DFFE_PN0P_
min in group asynchronous	reset	output_data[1]$_DFFE_PN0P_
sequential cells by signal (all words and copies together) (netlist names):
signal,count
last_pixel,8
output_data,8
pixel_idx,8
buffer_state,4
hi_nibble,4
compress_mode,3
repeat_counter,2
frame_flag,1
lohalf,1
write_en,1
routing by layer:
metal | up-vias | GRT usage (%) | routed length, microns
met5 | - | 0 | 0
met4 | 0 | 1.39 | 61
met3 | 7 | 2.03 | 241
met2 | 52 | 19.9 | 2490
met1 | 1038 | 23.0 | 2990
li1 | 1101 | - | -
power breakdown:
part | total, mW | internal (mW) | switching [mW]
Sequential | 0.329 | 0.306 | 0.0223
Clock | 0.231 | 0.130 | 0.101
Combinational | 0.196 | 0.0794 | 0.117
Total | 0.756 | 0.516 | 0.240
cells by family after synthesis:
family                     after synthesis  share of synthesized area [%]
AOI/OAI and AO/OA                       81                           20.0
adders and majority gates               17                           8.17
buffers and inverters                   31                           5.04
DFF                                     40                           38.4
muxes                                   16                           6.63
and+or+nand+nor                        111                           21.8
layout make-up:
type                            count  area, sq um
Fill cell                         819         5320
Multi-Input combinational cell    225         1470
Sequential cell                    40         1000
Timing Repair Buffer               20          193
Tap cell                          105          131
Inverter                           20         75.1
Clock buffer                        6         72.6
Clock inverter                      2         35.0
Power and IR drop assume default switching activity.
