==> flow/run.sh <==
#!/bin/bash
# OpenROAD 26Q1-2900-gdf79404cd8, Yosys 0.63+post, stock flow scripts
make -C /OpenROAD-flow-scripts/flow DESIGN_CONFIG=/design/flow/config.mk WORK_HOME=/design/flow/orfs finish
==> flow/config.mk <==
export PLATFORM = sky130hd
export DESIGN_NAME = data_rate
export DESIGN_NICKNAME = data_rate
export VERILOG_FILES = /design/flow/design.v
export SDC_FILE = /design/flow/constraint.sdc
export NUM_CORES = 4
export LEC_CHECK = 1
export CORE_UTILIZATION = 40
==> flow/constraint.sdc <==
current_design data_rate

set clk_period 60.7
set clk_io_pct 0.2

create_clock -name clk0 -period $clk_period [get_ports {clock}]

set non_clock_inputs [all_inputs -no_clocks]
set_input_delay [expr $clk_period * $clk_io_pct] -clock clk0 $non_clock_inputs
set_output_delay [expr $clk_period * $clk_io_pct] -clock clk0 [all_outputs]
==> flow/design.v <==
module data_rate( clock, reset, trigger, output_data_rate );
input clock, reset;
input trigger;
output reg output_data_rate;
reg[399:0] state;
reg[15:0] counter;
reg[7:0] data1;
reg[7:0] data2;
reg[7:0] data3;
reg[7:0] data4;
reg[7:0] data5;
reg[7:0] data6;
reg[7:0] data7;
reg[7:0] data8;
reg[7:0] data9;
reg[7:0] data10;
always @(posedge clock or negedge reset)
begin
    if (!reset)
    begin
        output_data_rate <= 0;
        data1 <= #1 8'b10000000;
        data2 <= #1 8'b00000000;
        data3 <= #1 8'b00010001;
        data4 <= #1 8'b10011101;
        data5 <= #1 8'b01111000;
        data6 <= #1 8'b10010000;
        data7 <= #1 8'b10111101;
        data8 <= #1 8'b11011011;
        data9 <= #1 8'b11010011;
        data10 <= #1 8'b10001101;
        state[399:0] <= {data2,data2,data2,data2,data2, data1,data2,data2,data2,data2, data2,data2,data2,data2,data2, data2,data2,data2,data2,data2, data2,data2,data2,data2,data2, data2,data2,data2,data2,data2, data2,data2,data2,data2,data2, data2,data2,data2,data2,data2, data2,data2,data2,data2,data2, data2,data2,data2,data2,data2}; 
        counter <= 0;
    end
    else if (trigger)
    begin
        if (counter==16'd0)
        begin
            counter <= counter+1;
            state <= {state[398:0],state[399]};
            output_data_rate <= state[399];
        end
        else
        begin
            counter <= counter + 1;
            if (counter==16'd49)
                counter <= 0;
        end
    end
    else
    begin
        output_data_rate <= 0;
        state[399:0] <= {data1,data2,data2,data2,data2, data2,data2,data2,data2,data2, data2,data2,data2,data2,data2, data2,data2,data2,data2,data2, data2,data2,data2,data2,data2, data2,data2,data2,data2,data2, data2,data2,data2,data2,data2, data2,data2,data2,data2,data2, data2,data2,data2,data2,data2, data2,data2,data2,data2,data2}; 
        counter <= 0;
    end
end
endmodule
==> results.json <==
{
  "antenna_cells": 0,
  "placedInstanceArea_um2": 16600,
  "chip_area_um2": 42300,
  "drc": 0,
  "timing.final.ws_setup_ns": 46.50,
  "detail_route.vias_per_cell": 5.20,
  "max_slew_margin_pct": 45.6,
  "powerDensity_nw_per_um2": 31.7,
  "clk_pin_slew_ns": 0.06,
  "post_drt_wl_per_cell_um": 12.8,
  "holdCritPathClass": "reg -> reg",
  "setup.worst_path.end": "state[339]",
  "path_max_fanout": 90,
  "layout_top_cells": "sky130_fd_sc_hd__dfrtp_1 (415), sky130_fd_sc_hd__nand3_1 (395), sky130_fd_sc_hd__o21ai_1 (284)",
  "vdd.ir_drop.worst_mv": 0.0221,
  "ctsHtreeMaxLevel": 2,
  "cell_type_count": 31,
  "timing.setup.critical_path_class": "in -> async",
  "finalHoldViolations": 0,
  "layout-area-overhead-vs-synth_pct": 8.53,
  "setup-tns-final_ns": 0,
  "top_level_ports": 4,
  "post_drt_antenna_nets": 0,
  "grt_start_max_net_pins": 180,
  "slack_of_the_worst_reg_to_reg_path_ns": 57.27,
  "cp-end-kind": "asynchronous set/reset pin",
  "skew_ns": 0.0175,
  "synth-area-yosys_um2": 16600,
  "post_cts.repair.setup_buffers": 0,
  "drive_gt1_share_pct": 7.70,
  "clock-root-buffer": "sky130_fd_sc_hd__clkbuf_16",
  "avgSynthCellArea_um2": 10.1,
  "dieHeight_um": 206,
  "final_setup_fails": 0,
  "yosys_cells": 1645,
  "fp_util_pct": 40.6,
  "cp-startpoint": "reset",
  "final.period_utilization_pct": 23.4,
  "ctsLongestPathBuffers": 3,
  "fmax_mhz": 70.4,
  "dr.pass1.iters": 6,
  "skew_pair_late_insertion_delay_ns": 0.54,
  "status": "finished clean",
  "groute.usage.overall_pct": 14.1,
  "routed_wl_um": 27100,
  "crit_arrival_ns": 14.77,
  "p_leak_nw": 7.66,
  "post_cts_hold_buffer_count": 0,
  "number_of_cts_inserted_buffers": 43,
  "r2r.worst_path.cells": 8,
  "layout_top_cell": "sky130_fd_sc_hd__dfrtp_1",
  "grt_antenna_before_repair": 0,
  "rr_endpoint": "state[170]",
  "fin_area_um2": 18000,
  "final_max_slew_violation_count": 0,
  "post_synth_instance_area_um2": 16600,
  "placement_rows": 74,
  "detailedPlacementHpwl_um": 13300,
  "timing.max_cap.violations": 0,
  "synth.largest_area_cell": "sky130_fd_sc_hd__dfrtp_1",
  "seq_area_frac_synth_pct": 62.7,
  "die_width_um": 206,
  "overflow": 0,
  "tool_warnings": 33,
  "finalWeightedCongestion": 0.726,
  "grt_pass1_vias": 10736,
  "dpl_worst_slack_ns": 45.75,
  "synth.ff_latch_count": 416,
  "global_route_wire_length_before_repair_um": 49300,
  "worst_pin_slew_ns": 0.816,
  "core_area_um2": 40900,
  "unrepaired_setup_endpoints_after_global_routing": "no",
  "tritoncts_num_sinks": 416,
  "cts_resized": 0,
  "port-buffer-count": 3,
  "cts_tree": "built",
  "route.vias.total": 10994,
  "worst_ep_required_time_ns": 61.27,
  "detail_route.iter0.violations": 869,
  "postSynthCellCount": 1645,
  "synth_warnings": 2,
  "r2r_startpoint": "counter[0]",
  "area_leaders": "sky130_fd_sc_hd__dfrtp_1 (63%), sky130_fd_sc_hd__nand3_1 (12%), sky130_fd_sc_hd__o21ai_1 (8.6%)",
  "finalWorstPathRequiredPeriod_ns": 14.20,
  "synth_largest_type_area_fraction_pct": 62.5,
  "crit_path_start_kind": "primary input"
}
## routing by layer
layer	part of all wire [%]	global-route usage [%]
met5	0	0
met4	2.1	2.55
met3	3.0	2.28
met2	43	21.3
met1	51	22.7
## worst min-delay path by stage
stage,from,end,cells after the start
CTS,state[359],state[359],2
global route,state[359],state[359],2
finish,state[398],state[399],2
## synthesized netlist by cell type (all sizes together)
| library cell | number |
|---|---|
| clkbuf | 105 |
| a21oi | 2 |
| xor2 | 7 |
| nand2 | 204 |
| nand4 | 6 |
| or3 | 2 |
| o21ai | 402 |
| buf | 53 |
| nand3 | 409 |
| and4 | 2 |
| dfrtp | 415 |
| inv | 3 |
| or2 | 1 |
| dfstp | 1 |
| and3 | 4 |
| ha | 3 |
| nor2 | 14 |
| nor4 | 4 |
| xnor2 | 5 |
| nor3b | 1 |
| nor3 | 2 |
## where the power goes
group | total (mW) | switching [mW] | internal [mW] | leakage, nW
combinational | 0.0372 | 0.0339 | 0.00339 | 1.17
sequential | 0.278 | 0.000384 | 0.278 | 5.80
clock | 0.257 | 0.102 | 0.155 | 0.689
## stage by stage
step | power, mW | hold WS, ns | cells | util, %
floorplan | 0.316 | 0.465 | 1645 | -
global placement | 0.322 | 0.480 | 2043 | 40.6
detailed placement | 0.322 | 0.483 | 2043 | 40.6
CTS | 0.583 | 0.494 | 2116 | 44.1
global route | 0.597 | 0.523 | 2116 | 44.1
finish | 0.572 | 0.490 | 2116 | 44.1
## worst max-delay path, cell delays in order
cell and delay [ns]:
sky130_fd_sc_hd__buf_8 0.48, sky130_fd_sc_hd__buf_4 0.66, sky130_fd_sc_hd__buf_4 0.67, sky130_fd_sc_hd__buf_4 0.72
## kinds of logic after synthesis
family | after synthesis | synth area share (%)
buffers and inverters | 161 | 5.33
AOI/OAI and AO/OA | 404 | 12.5
xor gates and xnor gates | 12 | 0.633
DFF | 416 | 62.7
and+or+nand+nor | 649 | 18.6
adders and majority gates | 3 | 0.226
## area by class of cell
class	instances	area, µm²
fill	3750	22900
inverter	3	11.3
tap	532	666
sequential	416	10400
clock buffer	67	1340
timing repair buffer	24	223
clock inverter	6	61.3
multi-input combinational	1068	5320
## state kept, by name, summed over array words and instances (netlist names)
name,flops
state,400
counter,16
Power and IR drop assume default switching activity.
